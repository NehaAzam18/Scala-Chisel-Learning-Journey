File: design/flow/design.v
module Mem_bundle_intf(
  input         clock,
  input         reset,
  input  [31:0] io_data_in_0,
  input  [31:0] io_data_in_1,
  input  [31:0] io_data_in_2,
  input  [31:0] io_data_in_3,
  input  [1:0]  io_data_selector,
  output [31:0] io_data_out,
  input  [4:0]  io_addr,
  input         io_wr_en
);
  reg [31:0] memory [0:31];  
  wire [31:0] memory_io_data_out_MPORT_data;  
  wire [4:0] memory_io_data_out_MPORT_addr;  
  wire [31:0] memory_MPORT_data;  
  wire [4:0] memory_MPORT_addr;  
  wire  memory_MPORT_mask;  
  wire  memory_MPORT_en;  
  wire [31:0] _GEN_1 = 2'h1 == io_data_selector ? io_data_in_1 : io_data_in_0;  
  wire [31:0] _GEN_2 = 2'h2 == io_data_selector ? io_data_in_2 : _GEN_1;  
  assign memory_io_data_out_MPORT_addr = io_addr;
  assign memory_io_data_out_MPORT_data = memory[memory_io_data_out_MPORT_addr];  
  assign memory_MPORT_data = 2'h3 == io_data_selector ? io_data_in_3 : _GEN_2;
  assign memory_MPORT_addr = io_addr;
  assign memory_MPORT_mask = 1'h1;
  assign memory_MPORT_en = io_wr_en;
  assign io_data_out = io_wr_en ? 32'h0 : memory_io_data_out_MPORT_data;  
  always @(posedge clock) begin
    if(memory_MPORT_en & memory_MPORT_mask) begin
      memory[memory_MPORT_addr] <= memory_MPORT_data;  
    end
  end
endmodule
File: design/flow/run.sh
#!/bin/bash
# OpenROAD 26Q1-2900-gdf79404cd8, Yosys 0.63+post, stock flow scripts
make -C /OpenROAD-flow-scripts/flow DESIGN_CONFIG=/design/flow/config.mk WORK_HOME=/design/flow/orfs finish
File: design/flow/config.mk
export PLATFORM = sky130hd
export DESIGN_NAME = Mem_bundle_intf
export DESIGN_NICKNAME = Mem_bundle_intf
export VERILOG_FILES = /design/flow/design.v
export SDC_FILE = /design/flow/constraint.sdc
export NUM_CORES = 4
export LEC_CHECK = 1
export CORE_UTILIZATION = 30
File: design/flow/constraint.sdc
current_design Mem_bundle_intf

set clk_period 4.7
set clk_io_pct 0.2

create_clock -name clk0 -period $clk_period [get_ports {clock}]

set non_clock_inputs [all_inputs -no_clocks]
set_input_delay [expr $clk_period * $clk_io_pct] -clock clk0 $non_clock_inputs
set_output_delay [expr $clk_period * $clk_io_pct] -clock clk0 [all_outputs]
==> run summary <==
Implementation status.

- The flow ran to the end, and the final reports show no timing, DRC or antenna violations.
- The total number of H-tree levels is 3.
- The total routing resource utilization after global routing is 0.161.
- The fraction of the yosys area taken by sequential cells is 0.772.
- The number of detailed-routing iterations run before antenna repair is 5.
- STA lists the startpoint of the worst hold path as io_data_selector[1].
- In the final report, the number of endpoints failing setup comes to 0.
- The number of max-cap violations is 0.
- The slew at the pin with the worst max-slew slack is 0.768 ns.
- The placed cell area is around 0.045 sq mm.
- The initial antenna violation count was 2.
- For the worst setup path, the data arrival time is 3.69 ns.
- The slowest stage of the critical path is the sky130_fd_sc_hd__or4b_4 cell.
- The leftover overflow at the end of global routing is 0.
- The start point of the critical path is io_addr[0].
- TritonCTS built the clock tree.
- The total standard cell area after synthesis is roughly 0.04 sq mm.
- The stage logs contain a warning count of 28.
- The cell count after synthesis is between 2,000 and 2,500.
- According to the floorplan report, the die height is around 370 um.
- Port buffering added around 170 buffers.
- The starting density of the core is 0.303.
- The yosys synthesis warning count is 1.
- The worst slack on hold paths is 1.33 ns.
- Listed in order, past its start point the critical path passes clkdlybuf4s50_1 > buf_6 > buf_6 > or4b_4 > buf_4 > clkbuf_16 > o22ai_1 > nor4_1 > a21oi_1 > buf_4 > clkdlybuf4s50_1.
- More flip-flops sit in one register than any other, and that register is memory.
- The cell count of the worst hold path is 2.
- The area occupied by registers is between 0.03 and 0.04 sq mm.
- In this run the clock root is driven by a sky130_fd_sc_hd__clkbuf_16.
- For this run, design rule violations remaining after detail routing come to 0.
- The script logs the ratio of routed vias to standard cells as about 5.
- The number of hold violations in the final report is 0.
- The detailed route wirelength on metal2 is 45,700 um.
- The minimum clock period after layout is about 4.6 ns.
- After detailed routing, no signal wire sits above met5.
- Of the available clock period, the critical path in the final layout requires 0.985.
- A synthesized cell averages roughly 19 sq um.
- RePlAce ended its routability-driven mode at a weighted congestion of 0.864.
- The share of layout cells above drive strength 1 is 0.186.
- The worst min-delay path class is input pin to register.
- The clock drives roughly 1,000 sinks.
- The area of the core is ~0.13 sq mm.
- The nature of the critical path startpoint is an input pin.
- Setup repair after global routing could not meet its margin everywhere.
- After detailed routing, the average wire length per cell comes to between 20 and 25 um.
- The count of final max-slew check failures is 0.
- The detailed router reported a total wirelength of slightly above 100,000 um.
- For reference, the most critical setup path is categorized as input pin to output port.
- The maximum clock insertion buffer count is 3.
- The timing report gives the clock slew at the launch and capture registers of the worst setup and hold paths as 0.06 ns.
- From synthesis to final layout, the design area changed by 22.5%.
- The multi-input gate area in the final layout is between 0.009 and 0.01 sq mm.
- The via count of the first global-routing pass came to about 23,000.
- Once iteration 0 of detailed routing completed, the report listed slightly below 1,000 DRC markers.
- IR analysis of the VDD net gives a maximum drop of 0.313 mV.
- The max-slew check reports its worst relative slack as 0.488.
- The number of placement rows is 133.
- The required time at the endpoint of the critical path is approximately 3.8 ns.
- The global-route wire length before repair is 148,000 um.
- The endpoint of the worst hold path is reported as memory[26][30]$_DFFE_PP_.
- Per the OpenROAD floorplan log, the area of the die is roughly 0.13 sq mm.
- The library cells used most frequently in the layout, excluding fill and tap cells, are sky130_fd_sc_hd__edfxtp_1 (1,024), sky130_fd_sc_hd__mux2i_1 (512), sky130_fd_sc_hd__o22ai_1 (231), sky130_fd_sc_hd__clkdlybuf4s50_1 (160), sky130_fd_sc_hd__buf_4 (153).
- The power density normalized to cell area is approximately 390 mW/mm^2.
- Entering global routing, the biggest net connects about 70 pins.
- The post-route report lists met1 wire length as roughly 33,000 um.
- The stat command in Yosys gives a chip area of around 0.040 sq mm.
- The post-synthesis cell type count is 23.
- In this design, the stage delay of the slowest critical-path cell is roughly 0.50 ns.
- Per the OpenROAD floorplan log, the width of the die is around 370 um.
- The tally of nets with antenna violations remaining after routing is 0.
- The report shows a maximum critical-path fanout of 10.
- The most frequent logic cell in the layout is sky130_fd_sc_hd__edfxtp_1.
- The register with the most flip-flops in the layout has around 1,000 of them.
- The total clock buffers created by CTS is 97.
- Including well taps, the total number of placed cells is 4,108.
- The achievable clock frequency is 216 MHz.
- roughly 170 I/O pins were placed.
- The detailed router reports a met3 wire length of between 20,000 and 25,000 um.
- Excluding fillers, the count of instances in the completed layout stands at between 4,000 and 5,000.
- The number of buffers added to fix hold violations after cts is 0.
- Across all layers, the routed design uses 21,200 vias.
- Per the synth log, the flip-flop and latch total comes to ~1,000.
- The worst setup path is captured at an output port.
- The number of inserted filler cells in the final layout is 11,700.
- The HPWL after detailed placement is ~63,000 um.
- The yosys stat cell total is roughly 2,100.
- The leakage power is 16.5 nW.
- The layout stage reports a final design area of just under 0.05 sq mm.
- In the final layout, the registers with the most flip-flops are memory x1024.
## critical path, delay by kind of cell
family	cells	cell delay (ns)
buffers and inverters	7	1.77
AOI/OAI and AO/OA	2	0.36
and+or+nand+nor	2	0.61
## final cells by class
cell class | count | share of cell area
diodes | 1 | 0.0000513
clock buffers | 131 | 0.0532
clock inverters | 47 | 0.00708
multi-input cells | 957 | 0.185
flip-flops and latches | 1024 | 0.630
well taps | 1755 | 0.0450
repair buffers | 376 | 0.0795
## routing by layer
| layer | global-route usage | vias to the layer above |
|---|---|---|
| met2 | 0.237 | 1459 |
| met4 | 0.0311 | 8 |
| met1 | 0.168 | 10100 |
| li1 | - | 9420 |
| met3 | 0.151 | 152 |
| met5 | 0.0142 | - |
## per-stage QoR
step	total power, mW	worst slack, ns	utilization	setup TNS (ns)
finish	18.9	0.0718	0.371	0
global route	19.5	-0.0689	0.371	-0.196
CTS	19.0	0.00125	0.368	0
detailed placement	11.8	-0.194	0.345	-0.902
global placement	11.8	-0.183	0.345	-0.770
floorplan	11.2	0.136	-	0
## repair_timing
item,CTS,global route
gates resized,20,56
pin swaps,1,11
setup buffers,0,2
endpoints found under the setup margin,17,26
gates cloned,0,2
## worst max path at each step
stage	endpoint	cells after the start
finish	io_data_out[4]	11
global route	io_data_out[1]	10
CTS	io_data_out[0]	11
## cells in the mapped netlist
library cell                number  area, sq um
sky130_fd_sc_hd__nand2_1         2         7.51
sky130_fd_sc_hd__mux4_2         32          721
sky130_fd_sc_hd__clkbuf_1       49          184
sky130_fd_sc_hd__buf_2          70          350
sky130_fd_sc_hd__or3_1           1         6.26
sky130_fd_sc_hd__nand4bb_1       6         67.6
sky130_fd_sc_hd__buf_4           5         37.5
sky130_fd_sc_hd__mux2i_1       512         5120
sky130_fd_sc_hd__nor3_1          4         20.0
sky130_fd_sc_hd__nor2_1         29          109
sky130_fd_sc_hd__edfxtp_1     1024        30700
sky130_fd_sc_hd__nand4_1         1         6.26
sky130_fd_sc_hd__a21oi_1        32          160
sky130_fd_sc_hd__nand3_1         2         10.0
sky130_fd_sc_hd__buf_1           2         7.51
sky130_fd_sc_hd__o22ai_1       256         1600
sky130_fd_sc_hd__nor4_1         64          400
sky130_fd_sc_hd__or3b_2          3         26.3
sky130_fd_sc_hd__nand3b_1        4         30.0
sky130_fd_sc_hd__or4b_1          4         40.0
sky130_fd_sc_hd__or4_1           1         7.51
sky130_fd_sc_hd__buf_6          11          124
sky130_fd_sc_hd__nand4b_1        4         35.0
## logic make-up (layout without fill, tap and decap cells)
logic type             count (synthesis)  count (layout)  share of synthesized area
buffers and inverters                137             554                     0.0177
multiplexers                         544             544                      0.147
other                                  0               1                          0
flip-flops                          1024            1024                      0.772
AND/OR/NAND/NOR                      125             125                     0.0192
AND-OR/OR-AND                        288             288                     0.0442
## where the power goes
group | switching [mW] | total [mW] | internal [mW]
combinational | 0.775 | 1.30 | 0.529
sequential | 0.0245 | 10.3 | 10.3
clock | 3.22 | 7.26 | 4.05
total | 4.01 | 18.9 | 14.9
Power is estimated from default activity; no workload was simulated.
