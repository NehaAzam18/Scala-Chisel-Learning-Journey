File: flow/design.v
module mux_onehot_4to2(
  input         clock,
  input         reset,
  input  [31:0] io_in0,
  input  [31:0] io_in1,
  input  [31:0] io_in2,
  input  [31:0] io_in3,
  input  [3:0]  io_sel,
  output [31:0] io_out,
  output [31:0] io_out2
);
  wire [31:0] _io_out_T_4 = io_sel[0] ? io_in0 : 32'h0;  
  wire [31:0] _io_out_T_5 = io_sel[1] ? io_in1 : 32'h0;  
  wire [31:0] _io_out_T_6 = io_sel[2] ? io_in2 : 32'h0;  
  wire [31:0] _io_out_T_7 = io_sel[3] ? io_in3 : 32'h0;  
  wire [31:0] _io_out_T_8 = _io_out_T_4 | _io_out_T_5;  
  wire [31:0] _io_out_T_9 = _io_out_T_8 | _io_out_T_6;  
  assign io_out = _io_out_T_9 | _io_out_T_7;  
  assign io_out2 = _io_out_T_9 | _io_out_T_7;  
endmodule
File: flow/run.sh
#!/bin/bash
# OpenROAD 26Q1-2900-gdf79404cd8, Yosys 0.63+post, stock flow scripts
make -C /OpenROAD-flow-scripts/flow DESIGN_CONFIG=/design/flow/config.mk WORK_HOME=/design/flow/orfs finish
File: flow/config.mk
export PLATFORM = sky130hd
export DESIGN_NAME = mux_onehot_4to2
export DESIGN_NICKNAME = mux_onehot_4to2
export VERILOG_FILES = /design/flow/design.v
export SDC_FILE = /design/flow/constraint.sdc
export NUM_CORES = 4
export LEC_CHECK = 1
export CORE_AREA = 10 10 85 85
export DIE_AREA = 0 0 95 95
File: flow/constraint.sdc
current_design mux_onehot_4to2

set clk_period 1.2
set clk_io_pct 0.2

create_clock -name clk0 -period $clk_period

set non_clock_inputs [all_inputs -no_clocks]
set_input_delay [expr $clk_period * $clk_io_pct] -clock clk0 $non_clock_inputs
set_output_delay [expr $clk_period * $clk_io_pct] -clock clk0 [all_outputs]
==> metrics.yaml <==
outcome:
  status: "finished with violations"
  violations: "negative setup slack"
global_route:
  grt_usage: 0.162
  use_met1: 0.180
  grt.overflow.total: 0
  top_usage_layer: "met2"
  grt_pass1_vias: 2040
  grt_pass1_wl_um: 11300
  grt_use_met2: 0.303
  met3_usage: 0.0553
  grt_max_degree: 16
  antenna_found_initial: 1
timing:
  max_slew_margin: 0.873
  fmax_ghz: 0.805
  timing.final.ws_setup_ns: -0.0420
  totalNegativeSetupSlack_ns: -0.138
  setup_violations: 5
  min_period_over_period: 1.04
  finalHoldViolCount: 0
  rsz0062_at_grt: "true"
  layout_min_cycle_time_ns: 1.24
  worst_pin_slew_ns: 0.191
  final-max-slew-violation-count: 0
route:
  via_per_inst: 4.57
  drt_pass1_iterations: 4
  routedWlPerCell_um: 20.3
  post-route-drc-count: 0
  vias: 1806
  wl_um: 8040
  detail-route-antenna-nets: 0
  initialDrtViolationCount: 29
power_and_ir_drop:
  clkPwrFrac: 0
  power.switching_uw: 346
  intPower_uw: 648
  powerDensity_nw_per_um2: 343
  switching_share: 0.348
  vdd_drop_max_v: 0.000166
  seq_power_share: 0
  p_total_uw: 994
  leakagePower_nw: 1.43
  combinationalPowerShare: 1.000
floorplan:
  floorplan.core_util: 0.173
  rows: 27
  die_w_um: 95
  die_h_um: 95
  dieArea_um2: 9030
  fp.coreArea_um2: 5470
  io_pins: 198
clock_tree:
  postCtsHoldBufs: 0
worst_setup_path:
  worstSetupPathType: "in2out"
  slowest_stage: "a22oi_2"
  endpoint_kind: "output pin"
  crit_family: "buffers and inverters"
  start_kind: "input port"
  worst-path-buf-inv: 4
  crit_cells: 6
  cp_slowest_stage_delay_ns: 0.18
  crit_required_ns: 0.96
  cp_max_fo: 8
  arrival_ns: 1.00
  path_cells: "buf_12 -> buf_12 -> a22oi_2 -> nand2_1 -> buf_6 -> buf_6"
yosys:
  synthCells: 140
  yosysTopAreaCellShare: 0.508
  synthMuxAreaShare: 0
  yosys.stat.seqShare: 0
  top_logic_kind: "AND-OR/OR-AND gates"
  yosys_area_um2: 946
  synthAoiAreaFrac: 0.508
  top_area_cell: "a22oi_1"
  synth_adder_area_share: 0
  synth.cell_area_um2: 946
  ys_cells: 140
  simple_gate_share: 0.127
  synth.distinct_cells: 5
  topCellsByArea: "a22oi_1 (51%), buf_4 (28%), nand2_1 (13%), buf_6 (7.1%), buf_2 (1.6%)"
  xor_area_frac: 0
  avgSynthCellArea_um2: 6.76
  ys_warn_count: 0
final_layout:
  drive_above_1_share: 0.416
  utilization: 0.529
  area_delta_synth_final_pct: 206
  final_cell_mix: "dlygate4sd2_1 (123), buf_2 (54), a22oi_2 (37)"
  regArea_um2: 0
  final_area_um2: 2900
  fillers: 581
  num-clock-buffers: 0
  flop-count: 0
  final_common_cell: "dlygate4sd2_1"
run:
  drv_cap: 0
  warnings: 36
worst_hold_path:
  min_path_type: "in2out"
  hold_depth: 4
placed_design:
  port_buffers: 196
  place_ws_ns: -0.733
  gp_congestion: 0.844
  dp_hpwl_um: 6190
  place_area_um2: 2750
[layer usage]
layer  part of all wire  vias up  wire [um]
met1               0.38      820       3050
met2               0.51      107       4100
met5                  0        -          0
met3               0.11        4        858
li1                   -      875          -
met4             0.0039        0         31
[power groups by stage]
stage	combinational [mW]	sequential [mW]	clock, mW
6_report	0.994	0	0.000000111
5_1_grt	1.09	0	0.000000111
4_1_cts	0.979	0	0
[cells in the mapped netlist]
master and n:
a22oi_1 64, buf_2 3, buf_4 35, buf_6 6, nand2_1 32
[cell type report]
type / count / area, um^2 / share of cell area
repair buffers: 226 / 2010 / 0.694
multi-input cells: 96 / 793 / 0.274
well taps: 72 / 90.1 / 0.0311
diodes: 1 / 2.50 / 0.000864
[worst min-delay path: cells and delay by family]
kind | cells | cell delay, ns
AND-OR/OR-AND | 1 | 0.05
buffers and inverters | 2 | 0.20
AND/OR/NAND/NOR | 1 | 0.07
[timing repair]
item	4_1_cts	5_1_grt
endpoints found under the setup margin	64	40
pin swaps	95	34
setup buffers	12	1
resized	400	27
gates cloned	8	0
[path summary, 6_finish.rpt]
| kind | startpoint | to | slack (ns) |
|---|---|---|---|
| min | io_in1[28] | io_out[28] | 0.80 |
| max | io_sel[0] | io_out[16] | -0.04 |
[logic make-up (layout without fill, tap and decap cells)]
group | Yosys count | count (layout)
simple gates | 32 | 32
other cells | 0 | 1
buf+inv | 44 | 226
compound gates | 64 | 64
[through the flow]
stage | instances | hold WS, ns
2_1_floorplan | 140 | 0.569
3_3_place_gp | 374 | 1.50
3_5_place_dp | 374 | 1.50
4_1_cts | 394 | 0.879
5_1_grt | 395 | 0.825
6_report | 395 | 0.797
