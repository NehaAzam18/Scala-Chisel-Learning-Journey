==> flow/design.v <==
module mux_onehot_4to1(
  input         clock,
  input         reset,
  input  [31:0] io_in0,
  input  [31:0] io_in1,
  input  [31:0] io_in2,
  input  [31:0] io_in3,
  input  [3:0]  io_sel,
  output [31:0] io_out
);
  wire [31:0] _io_out_T_4 = io_sel[0] ? io_in0 : 32'h0;  
  wire [31:0] _io_out_T_5 = io_sel[1] ? io_in1 : 32'h0;  
  wire [31:0] _io_out_T_6 = io_sel[2] ? io_in2 : 32'h0;  
  wire [31:0] _io_out_T_7 = io_sel[3] ? io_in3 : 32'h0;  
  wire [31:0] _io_out_T_8 = _io_out_T_4 | _io_out_T_5;  
  wire [31:0] _io_out_T_9 = _io_out_T_8 | _io_out_T_6;  
  assign io_out = _io_out_T_9 | _io_out_T_7;  
endmodule
==> flow/run.sh <==
#!/bin/bash
# OpenROAD 26Q1-2900-gdf79404cd8, Yosys 0.63+post, stock flow scripts
make -C /OpenROAD-flow-scripts/flow DESIGN_CONFIG=/design/flow/config.mk WORK_HOME=/design/flow/orfs finish
==> flow/config.mk <==
export PLATFORM = sky130hd
export DESIGN_NAME = mux_onehot_4to1
export DESIGN_NICKNAME = mux_onehot_4to1
export VERILOG_FILES = /design/flow/design.v
export SDC_FILE = /design/flow/constraint.sdc
export NUM_CORES = 4
export LEC_CHECK = 1
export CORE_AREA = 10 10 73 73
export DIE_AREA = 0 0 83 83
==> flow/constraint.sdc <==
current_design mux_onehot_4to1

set clk_period 1.0
set clk_io_pct 0.2

create_clock -name clk0 -period $clk_period

set non_clock_inputs [all_inputs -no_clocks]
set_input_delay [expr $clk_period * $clk_io_pct] -clock clk0 $non_clock_inputs
set_output_delay [expr $clk_period * $clk_io_pct] -clock clk0 [all_outputs]
==> impl_metrics.yaml <==
# physical design summary
placed_design:
  dp_slack_ns: -0.793
  place_area_um2: 2400
  gp_congestion: 0.835
  dp_hpwl_um: 5260
  port_buffers: 164
routing:
  drtIter0Drc: 39
  drc_errors: 0
  via_count: 1639
  routedWlPerCell_um: 21.6
  drtPass1Iterations: 4
  wirelength_um: 7080
  vias_per_cell: 5.00
  ant_nets: 0
run:
  maxCapViolCount: 0
  tool_warnings: 37
pwr:
  power_density_nw_per_um2: 397
  combPwrFrac_pct: 100.0
  p_sw_share_pct: 36.5
  p_switching_uw: 390
  clkPwrFrac_pct: 0
  p_seq_share_pct: 0
  ir_drop_v: 0.000269
  leakage_nw: 1.26
  internal_power_uw: 677
synth:
  ys_warn_count: 0
  yosys_cells: 108
  syn_inst: 108
  yosys-stat-area_um2: 706
  synth_cell_types: 5
  syn-cell-area_um2: 706
  syn_area_per_cell_um2: 6.53
  postSynthSeqShare_pct: 0
cells_and_area:
  postLayoutCellArea_um2: 2690
  layout_top_cell: "dlygate4sd2_1"
  final_util_pct: 71.8
  clockBufferCount: 0
  drive_above_1_share_pct: 41.2
  layout_top_cells: "126 x dlygate4sd2_1, 60 x a22oi_2, 32 x nand2_1, 32 x buf_2, 9 x buf_6"
  regArea_um2: 0
  seq_cells: 0
  area_delta_synth_final_pct: 281
outcome:
  status: "complete, but fails checks"
  failed_checks: "negative setup slack"
die:
  io_pins: 166
  fp.dieW_um: 83
  dieHeight_um: 83
  rows: 22
  initial_core_util_pct: 18.9
  coreArea_um2: 3740
  die_area_um2: 6890
global_routing:
  grt_max_degree: 17
  track_usage_pct: 19.0
  grt_pass1_vias: 1760
  grt-ovfl-total: 0
  antenna_found_initial: 1
  grt_pass1_wl_um: 10800
sta:
  fin_ws_ns: -0.0693
  slew_headroom_pct: 88.0
  finalCritPeriodShare_pct: 107
  slew_viol_final: 0
  rsz0062_at_grt: "yes"
  final_hold_viol_count: 0
  fmax_ghz: 0.935
  worstMarginPinSlew_ns: 0.179
  period_minus_slack_ns: 1.07
  finalSetupViolations: 25
critical_path:
  crit_chain: "buf_12, buf_16, buf_6, a22oi_2, nand2_1, buf_2"
  worstSetupEndpointType: "primary output"
  cp.arrival_ns: 0.87
  critPathMaxFanout: 6
  cp.buffers_inverters: 4
  max_stage_delay_ns: 0.14
  cp.required_ns: 0.80
  critPathKind: "in2out"
  start_kind: "input port"
  crit_family: "buffers and inverters"
  crit_slowest_cell: "buf_16"
clock_network:
  postCtsHoldBufs: 0
worst_hold_path:
  hold_class: "in2out"
[final timing paths]
kind              slack, ns       start         end  cells after the start
hold / removal         0.78  io_in3[31]  io_out[31]                      4
setup / recovery      -0.07   io_sel[2]  io_out[30]                      6
[Yosys cell counts]
library cell  instances  area, um^2
buf_6                 6        67.6
buf_2                 3        15.0
a22oi_1              64         480
nand2_1              32         120
buf_4                 3        22.5
[area by class of cell]
type / instances / area [um^2]
Timing Repair Buffer: 183 / 1720
Multi-Input combinational cell: 96 / 901
Tap cell: 48 / 60.1
Antenna cell: 1 / 2.50
Fill cell: 312 / 1060
[tightest hold or removal path, delay by kind of cell]
| family | cells | cell delay [ns] |
|---|---|---|
| buffers and inverters | 2 | 0.28 |
| AND/OR/NAND/NOR | 1 | 0.05 |
| AND-OR/OR-AND | 1 | 0.05 |
[power by group through the flow]
stage | clock network, mW | registers [mW] | logic [mW]
after CTS | 0 | 0 | 1.02
after global routing | 0.000000134 | 0 | 1.15
final | 0.000000134 | 0 | 1.07
[per-stage QoR]
step	hold slack (ns)	setup TNS [ns]	power (mW)	instances
after detailed placement	1.41	-24.53	1.05	316
after global routing	0.800	-1.60	1.15	328
final	0.780	-0.527	1.07	328
after global placement	1.40	-24.29	1.04	316
after CTS	0.786	-1.02	1.02	326
after floorplan	0.472	0	0.236	108
[cells by family after synthesis]
logic type | Yosys count | share of synthesized area [%]
simple gates | 32 | 17.0
buf+inv | 12 | 14.9
compound gates | 64 | 68.1
[layer usage]
metal / track usage [%] / up-vias / wire [um]
met3: 6.79 / 0 / 760
met1: 24.1 / 744 / 2950
met2: 31.6 / 104 / 3370
met4: 0.769 / 0 / 0
met5: 0 / - / 0
li1: - / 791 / -
[what timing repair did]
action / 4_1_cts / 5_1_grt
setup endpoints to repair: 32 / 32
gates resized: 321 / 19
pin swaps: 93 / 58
setup buffers: 1 / 0
cloned: 9 / 1
Power figures rest on the tool's default switching activity, not on a simulated workload.
